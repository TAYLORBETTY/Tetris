`design/flow/design.v`:
```
`timescale 1ns / 1ps
module DispNum(
    input [15:0] HEXS,
    input [1:0] clk100HZ,
    input rst,
    input [3:0] EN,
    input [3:0] P,
    output [ 3:0] AN,
    output [ 7:0] SEG
    );
    wire [3:0] HEX;
    Mux4to1 Mux1(.S(clk100HZ),.D0(P[0]),.D1(P[1]),.D2(P[2]),.D3(P[3]),.Y(SEG[7]));
    Mux4to1b4 MUX(.S(clk100HZ), .D0(HEXS[3:0]), .D1(HEXS[7:4]),  .D2(HEXS[11:8]),  .D3(HEXS[15:12]), .Y(HEX));
    MyMC14495 mc14495( .D(HEX), .SEG(SEG[6:0]) );
    Enabler E( .S(clk100HZ), .D0(EN[0]),  .D1(EN[1]), .D2(EN[2]), .D3(EN[3]), .AN(AN));
endmodule
module Enabler(
    input [1:0] S,
    input D0,
    input D1,
    input D2,
    input D3,
    output [3:0] AN
    );
    Mux4to1b4 m1(
            .S(S),
            .D0(4'b1110),
            .D1(4'b1101),
            .D2(4'b1011),
            .D3(4'b0111),
            .Y(AN)
    );
    endmodule
module Mux4to1(
    input  [1:0] S,
    input  D0,
    input  D1,
    input  D2,
    input  D3,
    output Y
    );
    assign Y=((~S[1]&~S[0])&D0)|((~S[1]&S[0])&D1)|((S[1]&~S[0])&D2)|((S[1]&S[0])&D3);
    endmodule
module Mux4to1b4(
    input  [1:0] S,
    input  [3:0] D0,
    input  [3:0] D1,
    input  [3:0] D2,
    input  [3:0] D3,
    output [3:0] Y
    );
    assign Y[0]=((~S[1]&~S[0])&(D0[0]))|((~S[1]&S[0])&(D1[0]))|((S[1]&~S[0])&(D2[0]))|((S[1]&S[0])&(D3[0]));
    assign Y[1]=((~S[1]&~S[0])&(D0[1]))|((~S[1]&S[0])&(D1[1]))|((S[1]&~S[0])&(D2[1]))|((S[1]&S[0])&(D3[1]));
    assign Y[2]=((~S[1]&~S[0])&(D0[2]))|((~S[1]&S[0])&(D1[2]))|((S[1]&~S[0])&(D2[2]))|((S[1]&S[0])&(D3[2]));
    assign Y[3]=((~S[1]&~S[0])&(D0[3]))|((~S[1]&S[0])&(D1[3]))|((S[1]&~S[0])&(D2[3]))|((S[1]&S[0])&(D3[3]));
    endmodule
`timescale 1ns / 1ps
module MyMC14495 (
    input [3:0] D,
    output [6:0] SEG
    );
    assign SEG[0] = ~D[3] & D[2] & ~D[1] & ~D[0] | ~D[3] & ~D[2] & ~D[1] & D[0] | D[3] & ~D[2] & D[1] & D[0] | D[3] & D[2] & ~D[1] & D[0] ;
    assign SEG[1] = ~D[3] & D[2] & ~D[1] & D[0] | D[3] & D[1] & D[0] | D[3] & D[2] & ~D[0] | D[2] & D[1] & ~D[0];
    assign SEG[2] = D[3] & D[2] & D[1] | D[3] & D[2] & ~D[0]| ~D[3] & ~D[2] & D[1] & ~D[0];
    assign SEG[3] = D[2] & D[1] & D[0] | D[3] & ~D[2] & D[1] & ~D[0 ]| ~D[3] & D[2] & ~D[1] & ~D[0] | ~D[3] & ~D[2] & ~D[1] & D[0];
    assign SEG[4] = ~D[3] & D[0] | ~D[2] & ~D[1] & D[0] | ~D[3] & D[2] & ~D[1];
    assign SEG[5] = ~D[3] & ~D[2] & D[0] | ~D[3] & ~D[2] & D[1] | ~D[3] & D[1] & D[0] | D[3] & D[2] & ~D[1] & D[0];
    assign SEG[6] = ~D[3] & ~D[2] & ~D[1] | ~D[3] & D[2] & D[1] & D[0] | D[3] & D[2] & ~D[1] & ~D[0];
endmodule
`timescale 1ns / 1ps
module PS2_Keyboard_Driver(
    input clk,               
    input rst,                  
    input rdn,               
    input PS2C,              
    input PS2D,              
    output reg [7:0] data,   
    output reg ready
    );
    localparam Idle = 2'b00, Rece = 2'b01;
    reg [9:0] PS2_shift = 10'b1000000000;
    reg [1:0] state = Idle;
    reg [1:0] Fall_Clk;
    always @(posedge clk) begin
        Fall_Clk <= {Fall_Clk[0], PS2C};
    end
    always @(posedge clk) begin
        if (rst) begin
            PS2_shift <= 10'b1000000000;
            state <= Idle;
            ready <= 0;
        end
        else begin
            if(!rdn && ready)
                ready <= 0;
            else
                ready <= ready;
            case (state)
                Idle: begin
                    PS2_shift <= 10'b1000000000;
                    if((Fall_Clk == 2'b10) && (!PS2D))
                        state <= Rece;
                    else
                        state <= Idle;
                end
                Rece: begin
                    if(Fall_Clk == 2'b10)begin
                        if(PS2_shift[0] && PS2D) begin
                            ready <= {^PS2_shift[9:1]};
                            data <= PS2_shift[8:1];
                            state <= Idle;
                        end
                        else begin
                            PS2_shift <= {PS2D, PS2_shift[9:1]};  
                            state <= Rece;
                        end
                    end
                    else 
                        state <= Rece;
                end
            endcase
        end
    end
endmodule
module clk_div(
    input clk,
    output reg clk25MHZ = 0,
    output reg [1:0] clk100HZ = 2'b00
    );
    reg [31:0] clkdiv;
	initial clkdiv = 32'b0;
	always @(posedge clk) begin
        clkdiv = clkdiv + 2'b1;
        if(clkdiv[1] == 1'b0) clk25MHZ = ~clk25MHZ;
        if(clkdiv[18] == 1'b0) clk100HZ = clk100HZ + 1'b1;
    end
endmodule
module top (
	input clk,					 
    input rst,					 
	input PS2C,					 
	input PS2D,					 
    output [3:0] R, G, B,		 
    output HS, VS,
	output [7:0] SEG,			 
    output [3:0] AN
);
    reg clk25MHZ;
	reg [1:0] clk100HZ;
	clk_div divider(.clk(clk), .clk25MHZ(clk25MHZ), .clk100HZ(clk100HZ));
	wire [8:0] row;
	wire [9:0] col;
	wire rdn;
	wire [11:0] pixel;
	VGA vga0(.clk(clk25MHZ), .rst(rst), .R(R), .G(G), .B(B), .HS(HS), .VS(VS), .row(row), .col(col), .rdn(rdn), .Din(pixel));
	reg [7:0] keyboard_data;
	reg keyboard_ready;
	PS2_Keyboard_Driver pkd(.clk(clk), .rst(rst), .rdn(1'b0), .data(keyboard_data), .ready(keyboard_ready));
	DispNum displaynumber(.clk100HZ(clk100HZ), .rst(rst), .HEXS(16'h1234), .EN(4'b1111), .P(4'b0000), .SEG(SEG), .AN(AN));
endmodule	
module VGA(
	input clk,                    
	input rst,
	input [11:0]Din,			 
	output reg [8:0]row,		 
	output reg [9:0]col,		 
	output reg rdn,			 
	output reg [3:0]R, G, B, 
	output reg HS, VS			 
   );
	parameter   HS_SYNC     = 96,    
                HS_BACK     = 48,    
                HS_ACTIVE   = 640,   
                HS_FRONT    = 16;    
    parameter   VS_SYNC     = 2,     
                VS_BACK     = 33,    
                VS_ACTIVE   = 480,   
                VS_FRONT    = 10;    
	parameter 	COL	= 	800;
	parameter 	ROW =	525;
	reg [9:0] h_count;  
	reg [9:0] v_count;  
	always @ (posedge clk) begin
		if (rst)  h_count <= 10'h0;
		else if  (h_count == COL-1)
					 h_count <= 10'h0;
			  else h_count <= h_count + 10'h1;
	end
	always @ (posedge clk or posedge rst) begin
		if (rst)  v_count <= 10'h0;
		else if  (h_count == COL-1) begin
					if (v_count == ROW-1) v_count <= 10'h0;
					else v_count <= v_count + 10'h1;
		end
	end
	wire	[9:0] row_addr = v_count - (VS_SYNC+VS_BACK);		 
	wire	[9:0] col_addr = h_count - (HS_SYNC+HS_BACK);		 
	wire			h_sync = (h_count >= HS_SYNC);		 
	wire			v_sync = (v_count >= VS_SYNC);		 
	wire			read   = (h_count >= (HS_SYNC+HS_BACK)) &&	 
							(h_count < (HS_SYNC+HS_BACK+HS_ACTIVE)) &&	 
							(v_count >= (VS_SYNC+VS_BACK))  &&	 
							(v_count < (VS_SYNC+VS_BACK+VS_ACTIVE));		 
	always @ (posedge clk) begin
		row <= row_addr[8:0];	 
		col <= col_addr;			 
		rdn <= ~read;				 
		HS  <= h_sync;				 
		VS  <= v_sync;				 
		R   <= rdn ? 4'h0 : Din[3:0];		 
		G	 <= rdn ? 4'h0 : Din[7:4];		 
		B	 <= rdn ? 4'h0 : Din[11:8];	 
	end
endmodule
```
`design/flow/run.sh`:
```
#!/bin/bash
# OpenROAD 26Q1-2900-gdf79404cd8, Yosys 0.63+post, stock flow scripts
make -C /OpenROAD-flow-scripts/flow DESIGN_CONFIG=/design/flow/config.mk WORK_HOME=/design/flow/orfs finish
```
`design/flow/config.mk`:
```
export PLATFORM = sky130hd
export DESIGN_NAME = top
export DESIGN_NICKNAME = top
export VERILOG_FILES = /design/flow/design.v
export SDC_FILE = /design/flow/constraint.sdc
export NUM_CORES = 4
export LEC_CHECK = 1
export CORE_UTILIZATION = 30
```
`design/flow/constraint.sdc`:
```
current_design top

set clk_period 3.2
set clk_io_pct 0.2

create_clock -name clk0 -period $clk_period [get_ports {clk}]

set non_clock_inputs [all_inputs -no_clocks]
set_input_delay [expr $clk_period * $clk_io_pct] -clock clk0 $non_clock_inputs
set_output_delay [expr $clk_period * $clk_io_pct] -clock clk0 [all_outputs]
```
==> flow_summary.json <==
{
  "yosysTopAreaCell": "dfxtp_1",
  "dp_hpwl_um": 2120,
  "overflow": 0,
  "cp_slowest_cell": "clkdlybuf4s50_1",
  "p_switching_mw": 0.0864,
  "h-tree-depth": 1,
  "arrival_ps": 2100,
  "seqPwrFrac_pct": 61.2,
  "pwr-share-clk_pct": 37.4,
  "cap_violations": 0,
  "finalClockPeriodUsage_pct": 85.7,
  "cpPeakStageDelay_ps": 520,
  "grtUsageTotal_pct": 8.50,
  "status": "finished clean",
  "ys_types": 39,
  "untimed_endpoints": 24,
  "cts_setup_buffers": 0,
  "cts_tree": "built",
  "dr.first_iter.drc_count": 41,
  "nFillCells": 728,
  "cts_made_buffers": 3,
  "ant_nets": 0,
  "maxSlewViolCount": 0,
  "worst_ep_required_time_ps": 2560,
  "dr_total_vias": 1325,
  "die_height_um": 86.1,
  "finalSetupTns_ps": 0,
  "syn_area_per_cell_um2": 9.70,
  "diodes": 0,
  "drive_above_1_share_pct": 3.49,
  "netlist_instances": 219,
  "synth_warnings": 15,
  "unclocked_regs": 22,
  "p_total_mw": 0.455,
  "ys_cells": 219,
  "die_w_um": 86.1,
  "grt_max_degree": 24,
  "setup_violations": 0,
  "clkLatencyLatePin_ps": 250,
  "synth.area.top_cells": "dfxtp_1, dfrtp_1, ha_1",
  "wire_per_inst_um": 8.78,
  "first_pass_iters": 4,
  "ys_ff": 44,
  "clk_pin_slew_worst_paths_ps": 80,
  "numPortBuffers": 14,
  "grt_pass1_vias": 1235,
  "area_growth_pct": 9.96,
  "ctsHoldBuffers": 0,
  "powerDensity_nw_per_um2": 195,
  "skew_ps": 4.76,
  "cts_resized": 0,
  "drc": 0,
  "crit_top_cell": "inv_1",
  "fp_util_pct": 31.1,
  "cts-root-buf": "clkbuf_8",
  "die_area_um2": 7420,
  "slew_headroom_pct": 59.7,
  "crit_type": "flip-flop to primary output",
  "crit_chain": "inv_1 -> ha_1 -> inv_1 -> o41ai_1 -> clkdlybuf4s50_1",
  "antenna_found_initial": 0,
  "ys_seq_share_pct": 45.3,
  "p_int_mw": 0.369,
  "top_level_ports": 30,
  "power_frac_comb_pct": 1.4,
  "clk_path_buf_depth": 2,
  "worst_pin_slew_ps": 605,
  "report.final.hold_viol_count": 0,
  "finalWirelength_um": 2850,
  "hold_ws_ps": 418,
  "grt_pass1_wl_um": 5280,
  "start_kind": "flip-flop",
  "coreArea_um2": 6830,
  "ys_area_um2": 2120,
  "hold_path_class": "flip-flop to flip-flop",
  "crit_fanout": 5,
  "via_per_inst": 4.08,
  "synthDominantCellAreaShare_pct": 29.2,
  "min_period_ps": 2740,
  "rsz0062_at_grt": "false",
  "warnings": 38,
  "leakagePower_nw": 0.949,
  "cp-end-kind": "primary output",
  "place.gp.congestion": 0.774,
  "peakVddDrop_v": 0.000127,
  "power_switching_share_pct": 19.0,
  "rows": 30,
  "netlist_area_um2": 2120,
  "max_freq_mhz": 365
}
path summary, 6_finish.rpt:
| kind | startpoint | depth (start not counted) | slack (ps) | end |
|---|---|---|---|---|
| worst max register to register | divider.clkdiv[0]$_DFF_P_ | 5 | 1530 | divider.clk100HZ[0]$_DFFE_PN_ |
| worst max-delay path | divider.clk100HZ[0]$_DFFE_PN_ | 5 | 460 | SEG[1] |
| worst min-delay path | divider.clkdiv[0]$_DFF_P_ | 1 | 420 | divider.clkdiv[0]$_DFF_P_ |
| worst min register to register | divider.clkdiv[0]$_DFF_P_ | 1 | 420 | divider.clkdiv[0]$_DFF_P_ |
metal layers:
layer	track usage, %	up-vias	part of all wire (%)	wire length (um)
li1	-	717	-	-
met3	0.586	2	1.5	44
met1	13.9	596	56	1590
met5	0	-	0	0
met2	13.1	10	42	1210
met4	0.758	0	0.28	8
power by group through the flow:
stage	clock (mW)	sequential (mW)	combinational, mW
4_1_cts	0.177	0.279	0.00694
5_1_grt	0.189	0.279	0.00815
6_report	0.170	0.279	0.00633
state kept, by name, indices dropped and copies added (netlist names):
signal / flops
divider.clkdiv: 19
vga0.h_count: 10
divider.clk100HZ: 2
vga0.VS: 1
divider.clk25MHZ: 1
vga0.v_count: 10
vga0.HS: 1
cells in the mapped netlist (all sizes together):
master,n
and4,4
or2b,1
nand2b,1
xor2,11
nor4b,1
buf,19
clkbuf,1
nor2,12
ha,14
or4b,1
o41ai,1
or2,1
dfrtp,10
nor3b,1
o21ai,4
nand2,17
mux2i,1
xnor2,19
conb,1
a31oi,1
or4,1
nand3,15
a21o,2
nor3,10
nor4,2
or3,1
edfxtp,3
a41oi,1
nand4,6
or3b,1
a21oi,1
dfxtp,31
and3,5
nor2b,1
inv,18
cells in the final DEF (no fill, tap or decap), drive strengths merged, types with 2 or more instances in the layout:
master         instances
ha                    14
nor4                   2
xor2                  11
nand2                 17
and4                   4
dfrtp                 10
o21ai                  4
clkdlybuf4s50         14
inv                   18
conb                  13
and3                   5
a21o                   2
nand4                  6
edfxtp                 3
nor2                  12
nor3                  10
clkbuf                 4
xnor2                 19
dfxtp                 31
nand3                 15
cell families (layout without fill, tap and decap cells):
| logic type | count (synthesis) | in the layout | synth area share, % |
|---|---|---|---|
| flip-flops | 44 | 44 | 45.3 |
| other | 1 | 13 | 0.177 |
| XOR/XNOR | 30 | 30 | 12.4 |
| AND-OR/OR-AND | 10 | 10 | 3.01 |
| AND/OR/NAND/NOR | 81 | 81 | 20.7 |
| buffers and inverters | 38 | 36 | 9.72 |
| multiplexers | 1 | 1 | 0.471 |
| adder cells (fa/ha/maj) | 14 | 14 | 8.25 |
through the flow:
step	cells	cell area (um2)	utilization, %	setup WS (ps)
6_report	325	2330	34.2	457
5_1_grt	325	2330	34.2	310
4_1_cts	325	2330	34.2	426
3_5_place_dp	321	2290	33.5	715
3_3_place_gp	321	2290	33.5	749
2_1_floorplan	231	2170	-	1480
final cells by class:
cell class / count / area (um2) / area share [%]
timing repair buffer: 14 / 140 / 6.00
inverter: 18 / 67.6 / 2.89
multi-input combinational: 149 / 1000 / 42.9
tap: 96 / 120 / 5.14
clock buffer: 4 / 45.0 / 1.93
sequential: 44 / 961 / 41.2
critical path, delay by kind of cell (launching register included):
kind	cells	cell delay [ps]
buf+inv	3	720
flops	1	430
compound gates	1	370
fa+ha+maj	1	330
Power figures rest on the tool's default switching activity, not on a simulated workload.
